--- config.mk ---
export PLATFORM = sky130hd
export DESIGN_NAME = main
export DESIGN_NICKNAME = main
export VERILOG_FILES = /design/flow/design.v
export SDC_FILE = /design/flow/constraint.sdc
export NUM_CORES = 4
export LEC_CHECK = 1
export CORE_AREA = 10 10 70 70
export DIE_AREA = 0 0 80 80
--- constraint.sdc ---
current_design main

set clk_period 1.8
set clk_io_pct 0.2

create_clock -name clk0 -period $clk_period [get_ports {clk}]

set non_clock_inputs [all_inputs -no_clocks]
set_input_delay [expr $clk_period * $clk_io_pct] -clock clk0 $non_clock_inputs
set_output_delay [expr $clk_period * $clk_io_pct] -clock clk0 [all_outputs]
--- design.v ---
module main(clk, rst, SysEN, PM, MM, SM, HM, TL, TC, TR, V, HL, SPO);
  input clk, rst;
  input SysEN, PM, MM, SM, HM, TL, TC, TR;  
  output V, HL;  
  output [2:0] SPO;  
  wire T1, EN;
  or (T1, PM, MM, SM, HM);
  and (EN, SysEN, T1);
  wire nTL, nTC, nTR;
  not (nTL, TL);
  not (nTC, TC);
  not (nTR, TR);
  wire [1:0] M;
  BEncoder be1(PM, MM, SM, HM, M);  
  wire [1:0] SPS;
  BEncoder be2(nTL, nTC, 1'b0, nTR, SPS);  
  wire SEN;
  fsm1 mfsm(clk, rst, EN, M, V, HL, SEN);
  fsm2 sfsm(clk, rst, SEN, SPS, SPO[1:0]);
  buf (SPO[2], SEN);
endmodule
module fsm1(clk, rst, EN, M, V, HL, SEN);
  input clk, rst;
  input EN;
  input [1:0] M;
  output V, HL, SEN;
  wire [2:0]  Q;
  wire [2:0] QS;  
  wire nQ2, nQ1, nQ0, nM1, nM0;
  not (nQ2, Q[2]);
  not (nQ1, Q[1]);
  not (nQ0, Q[0]);
  not (nM1, M[1]);
  not (nM0, M[0]);
  and (QS[2], EN, nQ1, nQ0, M[1], M[0]);
  wire T1, T2, T3;
  and (T1, EN, nQ2, nQ0, nM1, M[0]);
  and (T2, EN, nQ2, nQ1, nQ0, M[1], nM0);
  and (T3, EN, nQ2, Q[1], Q[0], M[1], nM0);
  or (QS[1], T1, T2, T3);
  wire T4, T5, T6;
  and (T4, EN, nQ2, nQ1, nQ0, nM0);
  and (T5, EN, nQ2, nQ1, nM1, nM0);
  and (T6, EN, nQ2, Q[1], Q[0], M[1], nM0);
  or (QS[0], T4, T5, T6);
  wire T7, T8;
  and (T7, nQ1, Q[0]);
  and (T8, Q[1], nQ0);
  or (V, T7, T8);
  buf (HL, Q[2]);
  buf (SEN, Q[0]);
  dff ff2(clk, rst, QS[2], Q[2]);
  dff ff1(clk, rst, QS[1], Q[1]);
  dff ff0(clk, rst, QS[0], Q[0]);
endmodule
module fsm2(clk, rst, SEN, SPS, SL);
  input clk, rst;
  input SEN;  
  input [1:0] SPS;  
  output [1:0] SL;  
  wire [1:0] Q;
  wire [1:0] QS;
  wire nSEN;
  not (nSEN, SEN);
  and (QS[1], Q[0], SEN, SPS[1], SPS[0]);
  or (QS[0], Q[1], nSEN, SPS[1], SPS[0]);
  buf (SL[1], Q[1]);
  buf (SL[0], Q[0]);
  dff ff1(clk, rst, QS[1], Q[1]);
  dff1 ff0(clk, rst, QS[0], Q[0]);  
endmodule
module dff(clk, rst, D, Q);
  input clk, rst, D;
  output Q; reg Q;
  always@(posedge clk or posedge rst)
    begin
      if (rst)
        Q <= 1'b0;
      else
        Q <= D;
    end
endmodule 
module dff1(clk, rst, D, Q);
  input clk, rst, D;
  output Q; reg Q;
  always@(posedge clk or posedge rst)
    begin
      if (rst)
        Q <= 1'b1;
      else
        Q <= D;
    end
endmodule 
module BEncoder(D0, D1, D2, D3, A);
  input D0, D1, D2, D3;  
  output [1:0] A;  
  or (A[1], D2, D3);
  or (A[0], D1, D3);
endmodule
--- run.sh ---
#!/bin/bash
# OpenROAD 26Q1-2900-gdf79404cd8, Yosys 0.63+post, stock flow scripts
make -C /OpenROAD-flow-scripts/flow DESIGN_CONFIG=/design/flow/config.mk WORK_HOME=/design/flow/orfs finish
==> results_slide.txt <==
Physical Implementation Snapshot

Timing
  – Fin. Hold Viols: 0
  – Final setup fails: 0
  – Slew HR: 0.811
  – Cycle use final: 0.940
  – Final setup TNS: 0 ns
  – Tmin final: 1.69 ns
  – Fmax: 591 MHz
  – Least-Margin Pin Slew: 0.279 ns
  – RSZ-0062 raised after global routing: false
  – Fin. max-slew vios: 0
  – Setup Skew: 0.0000839 ns
  – Setup ws final: 0.109 ns

Worst setup path
  – Worst Path Required: 1.44 ns
  – Worst Path Max Fanout: 5
  – Setup crit start: mfsm.ff1.Q
  – Worst r2r path cells: 3
  – CP Launch Type: flip-flop
  – Reg2reg end: mfsm.ff1.Q
  – R2R Setup Slk: 0.47 ns
  – Crit end category: output pin
  – CP endpoint: V
  – Worst r2r src: mfsm.ff0.Q
  – Crit Path Class: flip-flop to output pin
  – Crit path arrival time: 1.33 ns

Route
  – Drt total wl: 699 µm
  – Vias per Instance: 2.75
  – DR DRC count: 0
  – Ant diodes: 0
  – First-pass DRT Iterations: 3
  – WL/cell: 8.03 µm
  – Vias: 239
  – ANT nets after route: 0
  – Detailed router's first-iteration violation count: 3

Logic synthesis
  – Mapped Avg Cell Area: 10.2 µm²
  – Yosys Warn Count: 2
  – Yosys reg bits: 5
  – Yosys cell types: 17
  – Yosys Chip Area: 265 µm²
  – Post-synth seq share: 0.476
  – Mapped Cells: 26
  – Ys cells: 26
  – Synth Cell Area: 265 µm²

Run
  – Log Warnings: 26
  – Number of max-cap violations: 0

Layout
  – Area growth syn-to-layout: 78.3%
  – Ratio of cells with drive above 1 in the final layout: 0.220
  – Finished Cell Area: 473 µm²
  – Comb area: 113 µm²
  – Fillers: 403
  – Sequential cell area: 128 µm²

Clock tree
  – Reg clk slew, reported paths: 0.04 ns
  – CTS root buf: clkbuf_4
  – Clock Latency Late Sink: 0.24 ns
  – Clock sink total: 5
  – CTS tree: built
  – CTS Hold Bufs: 0
  – H-tree levels: 1
  – CTS Buffer Depth: 2
  – CTS Buf Count: 3

Global route
  – Largest net degree at the start of global routing: 10
  – First-pass GRT wire length: 1130 µm
  – Antenna violations before repair: 0
  – Aggregate global routing overflow: 0
  – Vias in the first global route: 252
  – Overall Global Routing Usage: 0.0228

Floorplanning
  – IO Pins: 15
  – Core area: 3420 µm²
  – Fp_density: 0.0777
  – Die ar.: 6400 µm²
  – Die W: 80 µm
  – Chip height: 80 µm
  – Site Rows: 21

Pwr
  – Power Density: 623 nW/µm²
  – Peak VDD IR: 0.255 mV
  – Lkg Pwr: 0.000175 µW

Run status
  – Status: finished clean

Placement
  – Placed cell areas: 423 µm²
  – Pre-CTS setup slack: 0.187 ns
  – IO Port Bufs: 13
  – Gpl congestion: 0.758

Min path
  – Hold/Removal Path Class: input pin to asynchronous set/reset pin
[worst min-delay path by stage]
stage | startpoint | end | slack (ns) | cells past startpoint
CTS | rst | sfsm.ff1.Q | 0.33 | 2
global route | rst | mfsm.ff2.Q | 0.34 | 2
finish | rst | sfsm.ff1.Q | 0.33 | 2
[critical path, cell delays in order (launching register included)]
cell             delay (ns)
dfrtp_1                0.46
xor2_2                 0.14
clkdlybuf4s50_1        0.49
[cell families after synthesis]
group | share of synthesized area
and+or+nand+nor | 0.288
DFF | 0.476
buffers and inverters | 0.127
AOI/OAI and AO/OA | 0.0424
xor gates and xnor gates | 0.0660
[report_power, final]
| group | total [µW] | switching, µW | internal, µW |
|---|---|---|---|
| clock network | 124 | 40.9 | 83.5 |
| logic | 48.5 | 15.1 | 33.4 |
| registers | 122 | 4.23 | 118 |
| total | 295 | 60.2 | 235 |
[layer usage]
layer / vias to the layer above / routed length [µm] / track usage
li1: 118 / - / -
met1: 103 / 375 / 0.0309
met2: 16 / 187 / 0.0257
met3: 2 / 102 / 0.0170
met4: 0 / 34 / 0.00880
met5: - / 0 / 0
[layout make-up]
type                    count  area share
inverters                   1     0.00794
repair buffers             15       0.307
multi-input cells          16       0.238
clock buffers               4      0.0556
flip-flops and latches      5       0.270
well taps                  46       0.122
[synthesized netlist by cell type]
| cell | number | area, µm² |
|---|---|---|
| a21oi_1 | 1 | 5.00 |
| xor2_1 | 1 | 8.76 |
| or3b_2 | 1 | 8.76 |
| xnor2_1 | 1 | 8.76 |
| inv_1 | 1 | 3.75 |
| nor2_1 | 2 | 7.51 |
| nor3_1 | 1 | 5.00 |
| or4b_1 | 1 | 10.0 |
| dfstp_2 | 1 | 26.3 |
| a31oi_1 | 1 | 6.26 |
| nor4b_1 | 1 | 8.76 |
| buf_4 | 4 | 30.0 |
| nand4b_1 | 2 | 17.5 |
| dfrtp_1 | 4 | 100 |
| or3_1 | 1 | 6.26 |
| nand2_1 | 2 | 7.51 |
| nand3_1 | 1 | 5.00 |
[stage by stage]
stage                      util  cells  total power, µW  hold WS [ns]
after global placement    0.124     81              167         0.460
after floorplan               -     26              138         0.138
after CTS                 0.132     85              297         0.333
final                     0.138     87              295         0.333
after detailed placement  0.124     81              169         0.473
after global routing      0.138     87              318         0.342
[registers in the layout (all words and copies together) (netlist names)]
signal      cells
mfsm.ff1.Q      1
sfsm.ff1.Q      1
mfsm.ff2.Q      1
sfsm.ff0.Q      1
mfsm.ff0.Q      1
[repair_timing]
action	CTS	global route
setup buffers	0	2
endpoints found under the setup margin	1	1
gates resized	1	1
[placed cells by master, fill, tap and decap left out, drive strengths merged]
cell,instances
clkdlybuf4s50,13
clkbuf,4
dfrtp,4
nand4b,2
nor2,2
nand2,2
buf,2
a21oi,1
nor4b,1
or4b,1
or3b,1
or3,1
nand3,1
a31oi,1
xnor2,1
nor3,1
xor2,1
inv,1
dfstp,1
Power is estimated from default activity; no workload was simulated.
